==> flow/design.v <==
module axis_control(
	input wire clk,
	input wire rst_n,
    input  [31:0] s_axis_a_tdata,
    input         s_axis_a_tlast,
    output        s_axis_a_tready,
    input         s_axis_a_tvalid,
    input  [31:0] s_axis_b_tdata,
    input         s_axis_b_tlast,
    output        s_axis_b_tready,
    input         s_axis_b_tvalid,
    output [63:0] m_axis_result_tdata,
    output        m_axis_result_tlast,
    input         m_axis_result_tready,
    output        m_axis_result_tvalid,
    output [31:0] A,
    output [31:0] B,
    input  [63:0] S
	);
    reg [31:0] A_FIFO; 
    reg A_VALID;
    reg A_LAST;
    reg [31:0] B_FIFO; 
    reg B_VALID;
    reg B_LAST;
    wire A_FIFO_FULL;
    wire B_FIFO_FULL;
    wire A_FIFO_wen;
    wire B_FIFO_wen;
    assign A = A_FIFO;
    assign B = B_FIFO;
    assign m_axis_result_tdata = S;
    assign m_axis_result_tlast = A_LAST; 
    assign m_axis_result_tvalid = A_VALID && B_VALID;
    assign s_axis_a_tready = rst_n&&(!A_FIFO_FULL);
    assign A_FIFO_wen = s_axis_a_tready && s_axis_a_tvalid;
    assign A_FIFO_FULL = (!(m_axis_result_tready && A_VALID && B_VALID))&&A_VALID;
    always @(posedge clk or negedge rst_n) begin
        if (!rst_n) begin
            A_FIFO  <= 32'b0;
            A_VALID <= 0;
            A_LAST  <= 0;
        end
        else if (A_FIFO_wen) begin
            A_FIFO  <= s_axis_a_tdata;
            A_VALID <= s_axis_a_tvalid;
            A_LAST  <= s_axis_a_tlast;
        end
        else if (!A_FIFO_FULL) begin
            A_FIFO  <= A_FIFO;
            A_VALID <= 0;
            A_LAST  <= 0;
        end
        else begin
            A_FIFO  <= A_FIFO;
            A_VALID <= A_VALID;
            A_LAST  <= A_LAST;
        end
    end
    assign s_axis_b_tready = !B_FIFO_FULL;
    assign B_FIFO_wen = s_axis_b_tready && s_axis_b_tvalid;
    assign B_FIFO_FULL = (!(m_axis_result_tready && A_VALID && B_VALID))&&B_VALID;
    always @(posedge clk or negedge rst_n) begin
        if (!rst_n) begin
            B_FIFO  <= 32'b0;
            B_VALID <= 0;
            B_LAST  <= 0;
        end
        else if (B_FIFO_wen) begin
            B_FIFO  <= s_axis_b_tdata;
            B_VALID <= s_axis_b_tvalid;
            B_LAST  <= s_axis_b_tlast;
        end
        else if (!B_FIFO_FULL) begin
            B_FIFO  <= B_FIFO;
            B_VALID <= 0;
            B_LAST  <= 0;
        end
        else begin
            B_FIFO  <= B_FIFO;
            B_VALID <= B_VALID;
            B_LAST  <= B_LAST;
        end
    end
endmodule
==> flow/run.sh <==
#!/bin/bash
# OpenROAD 26Q1-2900-gdf79404cd8, Yosys 0.63+post, stock flow scripts
make -C /OpenROAD-flow-scripts/flow DESIGN_CONFIG=/design/flow/config.mk WORK_HOME=/design/flow/orfs finish
==> flow/config.mk <==
export PLATFORM = sky130hd
export DESIGN_NAME = axis_control
export DESIGN_NICKNAME = axis_control
export VERILOG_FILES = /design/flow/design.v
export SDC_FILE = /design/flow/constraint.sdc
export NUM_CORES = 4
export LEC_CHECK = 1
export CORE_AREA = 10 10 146 146
export DIE_AREA = 0 0 156 156
==> flow/constraint.sdc <==
current_design axis_control

set clk_period 4.3
set clk_io_pct 0.2

create_clock -name clk0 -period $clk_period [get_ports {clk}]

set non_clock_inputs [all_inputs -no_clocks]
set_input_delay [expr $clk_period * $clk_io_pct] -clock clk0 $non_clock_inputs
set_output_delay [expr $clk_period * $clk_io_pct] -clock clk0 [all_outputs]
==> impl_metrics.toml <==
# synthesis and place-and-route metrics
[run_status]
status = "completed"

[worst_setup_path]
end_kind = "output pin"
critPathKind = "in2out"
crit_path_max_fanout = 5
cp-start-kind = "primary input"
cp.required_ns = 3.44
cp.arrival_ns = 2.22

[clocking]
clkLatencyLatePin_ns = 0.34
cts-root-buf = "clkbuf_16"
cts.clk_slew.worst_paths_ns = 0.05
cts_buffer_depth = 2
cts_tree = "done"
numCtsBuffers = 9
cts_hold_buf = 0
post_cts_resized = 0
post_cts_buffers = 0
clock-sinks = 67
h-tree-depth = 3

[grt]
grt_usage_pct = 6.55
grt_pass1_vias = 2032
grt_remaining_overflow = 0
grt_pass1_wl_um = 12400
grt_max_degree = 52
antenna_found_initial = 0

[placed_design]
dp_cells = 512
place_area_sq_um = 4400
io_buffers = 137
place.gp.congestion = 0.753
dp_hpwl_um = 6030

[cells_and_area]
final_common_cell = "clkdlybuf4s50_1"
final_cells = 528
fin_area_sq_um = 4680
area_growth_syn_to_layout_pct = 41.8
drive_above_1_share_pct = 28.4
layout_top_cells = "clkdlybuf4s50_1, dfrtp_1, mux2_4"

[timing]
fin_crit_sh_pct = 71.6
final-setup-viol-count = 0
worst_pin_slew_ns = 0.653
rsz0062_at_grt = "no"
setup_tns_ns = 0
final-max-slew-violation-count = 0
fmax_mhz = 325
slew_headroom_pct = 56.5
finalHoldViolations = 0
fin_skew_ns = 0.00605
fin_crit_ns = 3.08

[pwr]
power_density_nw_per_um2 = 460
p_leak_nw = 2.03
irDropWorstVdd_mv = 0.159

[floorplan]
die_width_um = 156
num_rows = 49
io_pins = 267
coreArea_sq_um = 18100
dieArea_sq_um = 24300
die_y_um = 156
fp_util_pct = 18.2

[drt]
antenna_left = 0
drc_errors = 0
drtPass1Iterations = 4
viasPerCell = 3.37
dr.first_iter.drc_count = 33
vias = 1779
wire_per_inst_um = 15.1
drt-total-wl_um = 7990
n_antenna_cell = 0

[logic_synthesis]
synth_cell_types = 16
ys_cells = 213
syn_inst = 213
syn_avg_cell_area_sq_um = 15.5
ys_ff = 67
yosysWarnings = 1
ys_area_sq_um = 3300
syn-cell-area_sq_um = 3300
yosys.stat.seqShare_pct = 50.8

[min_path]
hold_class = "in2async"

[run]
warnings = 26
maxCapViolCount = 0
-- flip-flops by register name (all words and copies together) (netlist names) --
register,count
B_FIFO,32
A_FIFO,32
A_LAST,1
A_VALID,1
B_VALID,1
-- worst max-delay path, stage by stage --
cell and delay (ns):
clkdlybuf4s50_1 0.48, a21boi_4 0.25, and2b_1 0.20, clkdlybuf4s50_1 0.42
-- report_power, final --
part           switching, mW  internal [mW]
clock network          0.262          0.420
logic                  0.117          0.494
registers             0.0809          0.779
total                  0.459           1.69
-- layout make-up --
type                    instances  area, sq um
clock buffers                  14          264
clock inverters                 2         10.0
fillers                      1813        13400
multi-input cells              76         1050
flip-flops and latches         67         1680
well taps                     229          287
repair buffers                140         1390
-- final timing paths --
kind                                      startpoint              end  slack, ns  cells past startpoint
worst max-delay path            m_axis_result_tready  s_axis_a_tready       1.22                      4
worst min-delay path                           rst_n          B_VALID       0.40                      1
worst max register to register               B_VALID       B_FIFO[15]       2.62                      3
worst min register to register                A_LAST           A_LAST       0.48                      2
max in group asynchronous                      rst_n       B_FIFO[23]       2.98                      2
min in group clk0                             A_LAST           A_LAST       0.48                      2
-- cell usage after synthesis --
master    count  area (sq um)
a21bo_4       1          16.3
a21boi_4      1          18.8
and2_1        1          6.26
and2b_1       1          7.51
buf_12        3          60.1
buf_4        64           480
buf_6         3          33.8
dfrtp_1      67          1680
mux2_2        4          45.0
mux2_4       60           901
nand2_1       2          7.51
nand2_4       1          11.3
nand2b_1      2          12.5
nand3_1       1          5.00
nor2_4        1          11.3
o21ai_0       1          5.00
-- stage by stage --
step	power (mW)	hold WS [ns]	util [%]	worst slack, ns
floorplan	1.11	0.426	-	2.22
global placement	1.49	0.473	24.3	1.20
detailed placement	1.49	0.474	24.3	1.22
CTS	2.21	0.393	25.9	1.21
global route	2.29	0.403	25.9	1.16
finish	2.15	0.400	25.9	1.22
-- kinds of logic (layout without fill, tap and decap cells) --
group	count (synthesis)	in the layout	synth area share [%]
AOI/OAI and AO/OA	3	3	1.21
buffers and inverters	70	156	17.4
DFF	67	67	50.8
muxes	64	64	28.7
and+or+nand+nor	9	9	1.86
-- layer usage --
| layer | GRT usage (%) | part of all wire (%) | up-vias | routed length (um) |
|---|---|---|---|---|
| li1 | - | - | 811 | - |
| met1 | 7.81 | 39 | 839 | 3140 |
| met2 | 9.90 | 45 | 96 | 3600 |
| met3 | 3.81 | 13 | 33 | 1030 |
| met4 | 1.80 | 2.8 | 0 | 223 |
| met5 | 0 | 0 | - | 0 |
Power is estimated from default activity; no workload was simulated.
